===== flow/config.mk =====
export PLATFORM = sky130hd
export DESIGN_NAME = seven_segments
export DESIGN_NICKNAME = seven_segments
export VERILOG_FILES = /design/flow/design.v
export SDC_FILE = /design/flow/constraint.sdc
export NUM_CORES = 4
export LEC_CHECK = 1
export CORE_AREA = 10 10 70 70
export DIE_AREA = 0 0 80 80

===== flow/constraint.sdc =====
current_design seven_segments

set clk_period 1.2
set clk_io_pct 0.2

create_clock -name clk0 -period $clk_period [get_ports {i_clock}]

set non_clock_inputs [all_inputs -no_clocks]
set_input_delay [expr $clk_period * $clk_io_pct] -clock clk0 $non_clock_inputs
set_output_delay [expr $clk_period * $clk_io_pct] -clock clk0 [all_outputs]

===== flow/design.v =====
`timescale 1ns / 1ps
module seven_segments(i_clock, i_segments_digit_0, i_segments_digit_1, o_sev_segments, o_sev_seg_cathode);
    input i_clock;
    input [6:0] i_segments_digit_0;
    input [6:0] i_segments_digit_1;
    output [6:0] o_sev_segments;
    output o_sev_seg_cathode;
    reg digit_select = 0;
    reg [6:0] sev_segments;
    reg sev_seg_cathode;
    assign o_sev_segments = ~sev_segments;  
    assign o_sev_seg_cathode = sev_seg_cathode;
    always @(posedge i_clock) begin
        sev_seg_cathode <= digit_select;
        if (digit_select == 0) begin  
            sev_segments <= i_segments_digit_1;
        end else begin
            sev_segments <= i_segments_digit_0;
        end
        digit_select <= ~digit_select;
    end
endmodule

===== flow/run.sh =====
#!/bin/bash
# OpenROAD 26Q1-2900-gdf79404cd8, Yosys 0.63+post, stock flow scripts
make -C /OpenROAD-flow-scripts/flow DESIGN_CONFIG=/design/flow/config.mk WORK_HOME=/design/flow/orfs finish

==> flow_summary.ini <==
; generated from flow reports
[layout]
stdcell_area_um2 = 626
instances_no_fill = 98
regArea_um2 = 181
fill_cells = 385
synthToLayoutAreaGrowth_pct = 91.6
comb_area_um2 = 105
layout-drive-gt1-share = 0.250

[route]
ant_nets = 0
antenna_cells = 0
wl_per_cell_um = 8.20
drt-total-wl_um = 804
drc = 0
via_per_inst = 2.67
vias = 262
first_pass_iters = 1
drt_iter0_drc = 0

[floorplan]
fp_util = 0.0956
core_area_um2 = 3420
die_x_um = 80
num_io_pins = 23
fp.dieH_um = 80
num_rows = 21
dieArea_um2 = 6400

[setup_path]
crit_start = sev_segments[1]
crit_fanout = 1
worstPathArrival_ns = 0.82
critPathLaunchType = flip-flop
end_kind = output port
reg2reg_from = digit_select
path_class = reg2out
required_ns = 0.96

[global_route]
grt_pass1_wl_um = 1140
grt_overflow = 0
grt_max_degree = 6
first_global_vias = 269
grt.total_usage = 0.0217
antenna_found_initial = 0

[power_and_ir_drop]
power_leakage_uw = 0.000286
p_per_area_nw_per_um2 = 993
irDropWorstVdd_mv = 0.184

[synthesis]
synth_seq_share = 0.552
synth_cells = 25
ys_warn_count = 1
yosysUniqueCellTypes = 4
yosys_cells = 25
yosysChipArea_um2 = 327
syn_area_um2 = 327
avgSynthCellArea_um2 = 13.1
synth_flops = 9

[cts]
clk_latency_ns = 0.25
cts_sinks = 9
root_buffer = clkbuf_4
htree_levels = 1
cts.reportedPaths.clkPinSlew_ns = 0.06
cts_tree = done
cts.path.max_buffers = 2
cts_hold_buf = 0
numCtsBuffers = 3

[placed_design]
place_congestion = 0.599
dp_hpwl_um = 727
io_buffers = 22
pre_cts_slack_ns = 0.165
placed_cells = 94
place_area_um2 = 608

[flow_run]
warnings = 25
cap_viol_max_count = 0

[sta]
grt_setup_unrepaired = no
finalCritPeriodShare = 0.886
slew-limit-headroom = 0.939
worstMarginPinSlew_ns = 0.0922
fin_hold_ws_ns = 0.509
fin_crit_ns = 1.06
fin_skew_ns = 0.00317
finalMaxSlewViolations = 0
worst_slack_ns = 0.137
fmax_mhz = 940
tns_ns = 0
finalHoldViolations = 0
finalSetupViolations = 0

[hold_path]
holdCritPathClass = reg2reg
worstHoldStart = digit_select

[status]
outcome = completed
layer usage:
metal	vias up	GRT usage	wire, um
met5	-	0	0
met4	0	0.0158	56
met3	5	0.00455	58
met2	9	0.0465	488
met1	119	0.0149	201
li1	129	-	-
Yosys cell counts:
| library cell | number | area [um^2] |
|---|---|---|
| inv_1 | 8 | 30.0 |
| dfxtp_1 | 9 | 180 |
| mux2_4 | 7 | 105 |
| buf_6 | 1 | 11.3 |
report_power, final:
group	internal [uW]	switching, uW	total (uW)	leakage (uW)
clock network	128	99.4	227	0.0000150
logic	67.3	12.5	79.8	0.000196
registers	312	2.82	314	0.0000752
cells by family after synthesis:
| logic type | Yosys count | synth area share |
|---|---|---|
| flops | 9 | 0.552 |
| buf+inv | 9 | 0.126 |
| mux | 7 | 0.322 |
layout make-up:
| type | instances | share of cell area |
|---|---|---|
| Tap cell | 46 | 0.0920 |
| Timing Repair Buffer | 24 | 0.360 |
| Multi-Input combinational cell | 7 | 0.168 |
| Clock buffer | 4 | 0.0420 |
| Inverter | 8 | 0.0480 |
| Sequential cell | 9 | 0.290 |
flip-flops by register name, summed over array words and instances (netlist names):
name / count
sev_seg_cathode: 1
sev_segments: 7
digit_select: 1
per-stage QoR:
step,utilization,power [uW]
2_1_floorplan,-,339
3_3_place_gp,0.178,410
3_5_place_dp,0.178,411
4_1_cts,0.183,636
5_1_grt,0.183,646
6_report,0.183,621
cell usage in the layout (no fill, tap or decap):
cell and instances:
dfxtp_2 1, buf_4 2, dlygate4sd2_1 8, mux2_4 7, dfxtp_1 8, clkdlybuf4s50_1 14, clkbuf_4 3, clkbuf_1 1
inv_1 8
timing repair:
item / 4_1_cts / 5_1_grt
setup buffers: 0 / 0
setup endpoints to repair: 8 / 0
gates resized: 9 / 0
final timing paths:
kind,endpoint,slack [ns],cells after the start
worst max-delay path,o_sev_segments[1],0.14,2
worst min-delay path,sev_seg_cathode,0.51,1
worst max register to register,sev_segments[1],0.31,2
worst min register to register,sev_seg_cathode,0.51,1
critical path: stages (launching register included):
cell	delay, ns
dfxtp_2	0.32
inv_1	0.03
dlygate4sd2_1	0.23
Power figures rest on the tool's default switching activity, not on a simulated workload.
