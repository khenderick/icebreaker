`design.v`:
```
`timescale 1ns / 1ps
module button_counter(i_clock, i_button_inc, i_button_dec, i_button_reset, o_counter);
    parameter WIDTH = 4;
    input i_clock;
    input i_button_inc;
    input i_button_dec;
    input i_button_reset;
    output [WIDTH-1:0] o_counter;
    wire button_event;
    wire clean_button_inc;
    wire clean_button_dec;
    wire clean_button_reset;
    reg [WIDTH-1:0] counter = 0;
    assign button_event = clean_button_inc | clean_button_dec | clean_button_reset;
    assign o_counter = counter;
    always @(posedge button_event) begin
        if (clean_button_inc) begin
            counter <= counter + 1;
        end
        if (clean_button_reset) begin
            counter <= 0;
        end
        if (clean_button_dec) begin
            counter <= counter - 1;
        end
    end
    button_debouncer debouncer_inc(
        .i_clock(i_clock),
        .i_button(i_button_inc),
        .o_state(clean_button_inc)
    );
    button_debouncer debouncer_dec(
        .i_clock(i_clock),
        .i_button(i_button_dec),
        .o_state(clean_button_dec)
    );
    button_debouncer debouncer_reset(
        .i_clock(i_clock),
        .i_button(i_button_reset),
        .o_state(clean_button_reset)
    );
endmodule
`timescale 1ns / 1ps
module button_debouncer(i_clock, i_button, o_state, o_press_event, o_release_event);
    parameter DELAY = 12;
    input i_clock;
    input i_button;
    output o_state;
    output o_press_event;
    output o_release_event;
    wire slow_clock;
    reg state = 0;
    reg press_event = 0;
    reg release_event = 0;
    reg previous_state = 0;
    reg current_state = 0;
    assign o_state = state;
    assign o_press_event = press_event;
    assign o_release_event = release_event;
    always @(posedge slow_clock) begin
        current_state = i_button;
        if (current_state == previous_state) begin  
            press_event <= 0;
            release_event <= 0;
        end else begin  
            state <= current_state;
            press_event <= current_state;  
            release_event <= previous_state;  
            previous_state <= current_state;
        end
    end
    clock_divider #(
        .SCALE(DELAY)
    ) divider(
        .i_clock(i_clock),
        .o_clock(slow_clock)
    );
endmodule
`timescale 1ns / 1ps
module clock_divider(i_clock, o_clock);
    parameter SCALE = 20;
    input i_clock;
    output o_clock;
    reg [SCALE-1:0] counter;
    reg clock_flag = 1;
    reg output_clock = 0;
    assign o_clock = output_clock;
    always @(posedge i_clock) begin
        if (counter) begin
            counter <= counter + 1;
        end else begin
            output_clock <= clock_flag;
            clock_flag <= ~clock_flag;
            counter <= counter + 1;
        end
    end
endmodule
```
`run.sh`:
```
#!/bin/bash
# OpenROAD 26Q1-2900-gdf79404cd8, Yosys 0.63+post, stock flow scripts
make -C /OpenROAD-flow-scripts/flow DESIGN_CONFIG=/design/flow/config.mk WORK_HOME=/design/flow/orfs finish
```
`config.mk`:
```
export PLATFORM = sky130hd
export DESIGN_NAME = button_counter
export DESIGN_NICKNAME = button_counter
export VERILOG_FILES = /design/flow/design.v
export SDC_FILE = /design/flow/constraint.sdc
export NUM_CORES = 4
export LEC_CHECK = 1
export CORE_AREA = 10 10 114 114
export DIE_AREA = 0 0 124 124
```
`constraint.sdc`:
```
current_design button_counter

set clk_period 1.8
set clk_io_pct 0.2

create_clock -name clk0 -period $clk_period [get_ports {i_clock}]

set non_clock_inputs [all_inputs -no_clocks]
set_input_delay [expr $clk_period * $clk_io_pct] -clock clk0 $non_clock_inputs
set_output_delay [expr $clk_period * $clk_io_pct] -clock clk0 [all_outputs]
```
==> deck_impl_summary.md <==
Physical Implementation Snapshot

Power
  • Leak pwr: just over 0.8 nW
  • Pint: 1.27 mW
  • NetSw: 295 µW
  • Comb power frac: 0.007
  • Sw Share: 0.189
  • Register share of total power: 0.607
  • Tot Pwr: between 1.5 and 2 mW
  • Clk pwr share: 0.386
  • Power Dens Cells: 668 nW/µm²
  • Peak supply drop: 0.274 mV

GRT
  • GR Util All Layers: 0.0407
  • First-pass GRT wire length: approximately 5300 µm
  • Initial antenna violation count: 0
  • GR Overflow Total: 0
  • Number of global-route vias before repair: between 1000 and 1500
  • Largest net degree at the start of global routing: 13

Clock tree
  • Post-CTS setup buffer count: 0
  • CTS tree: built
  • # H-tree levels: 2
  • CTS hold repair buffers: 0
  • Clock Path Buffers: 2
  • Cts bufs inserted: 5
  • Post_cts resized: 0
  • CTS clk-pin slew, worst paths: around 0.080 ns
  • Clk Latency, worst-skew pair: around 0.28 ns
  • CTS Root Cell: clkbuf_8

Worst setup path
  • Crit-path slowest cell: nor4_1
  • Crit path DAT: approximately 1.5 ns
  • CP Capture Type: flop
  • Critical path type: flop to flop
  • CP Cell Sequence: inv_1 > ha_1 > nor4b_1 > nand2_1 > nor4_1
  • Reg2reg start: debouncer_reset.divider.counter[0]
  • Crit path required time: 1.73 ns
  • Startpoint class of the critical path: flop
  • Crit-path max cell delay: approximately 0.38 ns
  • Crit Path Max Fanout: 4
  • Setup crit start: debouncer_reset.divider.counter[0]
  • Setup slack, reg-to-reg: ~0.23 ns

Route
  • Pre-antenna DRT Iters: 4
  • DRT met1 WL: around 1700 µm
  • Avg WL per Cell: just under 9 µm
  • Top sig layer: met4
  • Antenna-violating nets left: 0
  • Met3 WL: around 130 µm
  • DRC: 0
  • Vias per cell: between 3 and 4
  • Met2 WL: around 1100 µm
  • Via Count: approximately 1200
  • Inserted Diodes: 0
  • Number of DRC markers in iteration 0: roughly 50
  • Drt total wl: 2900 µm

Placed design
  • Post-DP HPWL: 2080 µm
  • Buffers on Ports: 7
  • Placed cells: roughly 320
  • Gpl congestion: slightly below 0.8

Run
  • Tool warnings: 29
  • MaxCap Viol Count: 0

Min path
  • Min-Delay Startpoint: debouncer_reset.divider.counter[0]
  • Hold crit path type: flop to flop

Synth
  • YS warnings: 3
  • Unique cell types: 27
  • Yosys cell count: between 150 and 200
  • Avg Cell Area, Syn: about 11 µm²
  • Synth Seq Share: 0.553
  • Cell count after synthesis: about 180
  • Mapped cell area: around 2000 µm²
  • Yosys chip area: 2010 µm²
  • #FFs+latches synth: roughly 50

Finish
  • Share of layout cells above drive strength 1: 0.0567
  • Area growth, synth to finish: 16.4%
  • Post-route insts no fill: between 300 and 400

Floorplanning
  • Die Wd: between 100 and 150 µm
  • Row Count: 37
  • CORE AREA: ~10000 µm²
  • Floorplan core density: 0.193
  • Die Area: around 15000 µm²
  • Ports: 8
  • Die height: 124 µm

Timing
  • Minimum hold slack: 0.444 ns
  • Post-route clock period utilization: 0.874
  • Count of unclocked register or latch pins: 7
  • Worst slew pin tran: approximately 0.49 ns
  • Minimum clock period: about 1.6 ns
  • Max Slew Vio Count: 0
  • Max Clock Skew: approximately 0.008 ns
  • Setup_tns: 0 ns
  • Setup violators final: 0
  • Fmax: between 600 and 700 MHz
  • RSZ-0062 raised after global routing: no
  • Number of unconstrained endpoints: 18
  • Final hold vios: 0
  • Worst slew margin: 0.668

Outcome
  • Outcome: finished, final reports clean
-- power by group through the flow --
stage                 logic (mW)  clock network, mW  registers (mW)
after CTS                 0.0107              0.628           0.949
after global routing      0.0116              0.667           0.949
final                     0.0107              0.604           0.949
-- registers in the layout, summed over array words and instances (netlist names) --
signal,count
debouncer_dec.divider.counter,12
debouncer_dec.divider.output_clock,1
debouncer_inc.divider.clock_flag,1
debouncer_reset.divider.clock_flag,1
debouncer_reset.previous_state,1
debouncer_inc.divider.output_clock,1
counter,4
debouncer_dec.state,1
debouncer_dec.divider.clock_flag,1
debouncer_inc.state,1
debouncer_inc.divider.counter,12
debouncer_reset.divider.output_clock,1
debouncer_reset.divider.counter,12
-- logic make-up after synthesis --
logic type / synth area share
AOI/OAI and AO/OA: 0.0243
adders and majority gates: 0.0498
DFF: 0.553
buffers and inverters: 0.0262
and+or+nand+nor: 0.194
xor gates and xnor gates: 0.153
-- worst max-delay path, delay by kind of cell, from the launching register on --
family                     cells  cell delay [ns]
and+or+nand+nor                3             0.67
buffers and inverters          1             0.08
DFF                            1             0.33
adders and majority gates      1             0.15
-- placed cells by master (no fill, tap or decap), types with 2 or more instances in the layout --
| cell type | count |
|---|---|
| clkdlybuf4s50_1 | 7 |
| and3_1 | 2 |
| nand4_1 | 8 |
| clkbuf_8 | 6 |
| nand2_1 | 13 |
| and4_1 | 4 |
| nor2_1 | 6 |
| nor4_1 | 6 |
| a21oi_1 | 2 |
| dfxtp_1 | 36 |
| ha_1 | 8 |
| o21ai_0 | 2 |
| xnor2_1 | 20 |
| clkbuf_1 | 2 |
| inv_1 | 14 |
| xor2_1 | 15 |
| nor4b_1 | 3 |
| edfxtp_1 | 13 |
| nor3_1 | 5 |
| nand3_1 | 12 |
-- cell usage after synthesis, drive strengths merged --
master   instances  share of area
a21oi            2         0.0050
a221o            1         0.0056
a22o             1         0.0044
and2             1         0.0031
and3             2         0.0062
and3b            1         0.0044
and4             4          0.017
dfxtp           36           0.36
edfxtp          13           0.19
ha               8          0.050
inv             14          0.026
nand2           13          0.024
nand3           13          0.039
nand4            8          0.025
nor2             6          0.011
nor3             5          0.012
nor4             7          0.025
nor4b            3          0.013
o21ai            2         0.0050
o2bb2ai          1         0.0044
or3              1         0.0037
or3b             1         0.0044
or4b             1         0.0050
xnor2           20          0.087
xor2            15          0.065
-- per-stage QoR --
stage          utilization  area [µm²]  worst slack (ns)
2_1_floorplan            -        2010             0.400
3_3_place_gp         0.216        2250             0.281
3_5_place_dp         0.216        2250             0.226
4_1_cts              0.225        2340             0.224
5_1_grt              0.225        2340            0.0309
6_report             0.225        2340             0.227
-- routing by layer --
metal,global-route usage,vias to the layer above
li1,-,657
met1,0.0617,535
met2,0.0579,14
met3,0.00964,6
met4,0.00863,0
met5,0,-
-- final timing paths --
| check | end | cells past startpoint |
|---|---|---|
| setup reg to reg | debouncer_reset.divider.output_clock | 5 |
| hold reg to reg | debouncer_reset.divider.counter[0] | 1 |
| setup / recovery | debouncer_reset.divider.output_clock | 5 |
| hold / removal | debouncer_reset.divider.counter[0] | 1 |
-- layout make-up --
cell class,count,area [µm²]
fillers,1109,8080
flip-flops and latches,49,1110
multi-input cells,116,845
well taps,136,170
clock buffers,8,90.1
repair buffers,7,70.1
inverters,14,52.6
Power figures rest on the tool's default switching activity, not on a simulated workload.
